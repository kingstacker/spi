--- /design/flow/run.sh ---
#!/bin/bash
# OpenROAD 26Q1-2900-gdf79404cd8, Yosys 0.63+post, stock flow scripts
make -C /OpenROAD-flow-scripts/flow DESIGN_CONFIG=/design/flow/config.mk WORK_HOME=/design/flow/orfs finish
--- /design/flow/config.mk ---
export PLATFORM = sky130hd
export DESIGN_NAME = spi_sm
export DESIGN_NICKNAME = spi_sm
export VERILOG_FILES = /design/flow/design.v
export SDC_FILE = /design/flow/constraint.sdc
export NUM_CORES = 4
export LEC_CHECK = 1
export CORE_AREA = 10 10 95 95
export DIE_AREA = 0 0 105 105
--- /design/flow/constraint.sdc ---
current_design spi_sm

set clk_period 2.0
set clk_io_pct 0.2

create_clock -name clk0 -period $clk_period [get_ports {clk}]

set non_clock_inputs [all_inputs -no_clocks]
set_input_delay [expr $clk_period * $clk_io_pct] -clock clk0 $non_clock_inputs
set_output_delay [expr $clk_period * $clk_io_pct] -clock clk0 [all_outputs]
--- /design/flow/design.v ---
module  spi_sm #(parameter WIDTH = 8)(
    input    wire    clk,
    input    wire    rst_n,
    input    wire    cs,   
    input    wire    sck,  
    input    wire    [WIDTH-1:0]    slaver_din,  
    input    wire    mosi,  
    output   reg     miso,  
    output   reg     [WIDTH-1:0]    slaver_dout   
);
localparam MISO_CNT_MAX = 3'd7;
reg cs_reg1;
reg cs_reg2;
reg sck_reg1;
reg sck_reg2;
wire cs_p;   
wire cs_n;   
wire sck_p;  
wire sck_n;  
reg [WIDTH-1:0] slaver_din_reg; 
reg [WIDTH-1:0] slaver_dout_reg;
reg [2:0] miso_cnt;
always @(posedge clk or negedge rst_n) begin
    if (~rst_n) begin
        cs_reg1 <= 1'b0;
        cs_reg2 <= 1'b0;
    end  
    else begin
        cs_reg1 <= cs;
        cs_reg2 <= cs_reg1;    
    end  
end  
assign cs_p = (cs_reg1 & (~cs_reg2));  
assign cs_n = ((~cs_reg1) & cs_reg2);  
always @(posedge clk or negedge rst_n) begin
    if (~rst_n) begin
        sck_reg1 <= 1'b0;
        sck_reg2 <= 1'b0;
    end  
    else begin
        sck_reg1 <= sck;
        sck_reg2 <= sck_reg1;    
    end  
end  
assign sck_p = (sck_reg1 & (~sck_reg2));  
assign sck_n = ((~sck_reg1) & sck_reg2);  
always @(posedge clk or negedge rst_n) begin
    if (~rst_n) begin
        slaver_din_reg <= 0;
    end  
    else begin
        slaver_din_reg <= (cs_n) ? slaver_din :slaver_din_reg;
    end  
end  
always @(posedge clk or negedge rst_n) begin
    if (~rst_n) begin
        slaver_dout <= 0;
    end  
    else begin
        slaver_dout <= (cs_p) ? slaver_dout_reg : slaver_dout;    
    end  
end  
always @(posedge clk or negedge rst_n) begin
    if (~rst_n) begin
        slaver_dout_reg <= 0;
    end  
    else begin
        slaver_dout_reg <= (sck_n) ? {slaver_dout_reg[6:0],mosi} : slaver_dout_reg;    
    end  
end  
always @(posedge clk or negedge rst_n) begin
	if (~rst_n) begin
		miso_cnt <= 0;
	end
	else begin
		if (sck_p) begin
			if (miso_cnt == MISO_CNT_MAX) begin
			    miso_cnt <= 0;
		    end
		    else begin
			    miso_cnt <= miso_cnt + 1'b1;
		    end
		end
		else begin
			miso_cnt <= miso_cnt;
		end
	end
end
always @(posedge clk or negedge rst_n) begin
    if (~rst_n) begin
        miso <= 0;
    end  
    else begin
        miso <= (sck_p) ? slaver_din_reg[MISO_CNT_MAX-miso_cnt] : miso;    
    end  
end  
endmodule
==> flow_summary.ini <==
; flow metrics
[outcome]
result_of_the_run = completed

[placed_design]
dpl.cell_count = 192
finalWeightedCongestion = 0.730
pre_cts_slack_ns = 0.537
dpl.hpwl_um = 1660
buffer_ports.inserted = 21

[final_timing]
maxClockFrequency_ghz = 0.666
totalNegativeSetupSlack_ns = 0
max_slew_margin_pct = 55.5
layout_worst_path_cycle_share_pct = 75.1
setup-violations-final = 0
clock-skew-final_ns = 0.00158
slack_of_the_critical_path_ns = 0.498
rsz0062_at_grt = false
slew_viol_final = 0
period_minus_ws_final_ns = 1.50
max_slew.worst_pin.slew_ns = 0.666
final_number_of_hold_violating_endpoints = 0

[pwr]
power_frac_seq_pct = 50.4
internal_power_mw = 1.49
peakVddDrop_uv = 653
pd_cells_nw_per_um2 = 1170
share_clk_of_total_power_pct = 25.2
finalPower_mw = 1.95
switching_share_pct = 23.8
p_leak_nw = 0.689
power_frac_comb_pct = 24.4
p_sw_mw = 0.466

[cts]
cts_setup_buffers = 0
clkTransAtPathRegs_ns = 0.06
insertion_delay_at_the_late_pin_of_the_worst_skew_pair_ns = 0.27
tritoncts = yes
clock-root-buffer = sky130_fd_sc_hd__clkbuf_8
tritoncts.num_buffers = 5
tritoncts_num_sinks = 32
postCtsHoldBufs = 0
cts_htree_levels = 2
clock_path_buffers = 2
cts_resized = 0

[logic_synthesis]
synth_async_sr_flop_share_pct = 100
count_of_instantiated_cells_in_the_yosys_netlist = 77
synth_cells = 77
ys_top_cells_by_count = sky130_fd_sc_hd__dfrtp_1, sky130_fd_sc_hd__mux2_2, sky130_fd_sc_hd__mux2i_1
post_synth.cell_area_avg_um2 = 16.3
synth_area_um2 = 1260
portion_of_the_post_synthesis_area_used_by_sequential_elements_pct = 63.6
edf_count = 0
synth.yosys.chip_area_um2 = 1260
ys_dominant_reg_cell = sky130_fd_sc_hd__dfrtp_1
synth.distinct_cells = 13
yosysMostFrequentCell = sky130_fd_sc_hd__dfrtp_1
netlist_top_cells_area = sky130_fd_sc_hd__dfrtp_1, sky130_fd_sc_hd__mux2_2, sky130_fd_sc_hd__mux2i_1, sky130_fd_sc_hd__ha_1, sky130_fd_sc_hd__mux4_2
yosys.area.top_type = sky130_fd_sc_hd__dfrtp_1
synth-warning-count = 1
number_of_flip_flops_and_latches_in_the_synthesized_netlist = 32
post-synth-top-area-fraction_pct = 63.6

[grt]
grt.met1_usage_pct = 5.48
grtUsageTotal_pct = 4.28
grt_antenna_before_repair = 0
grt-busiest-layer = met2
grt_max_degree = 33
grt_pass1_wl_um = 3860
first_global_vias = 780
global_route.usage.met3_pct = 1.93
grt_remaining_overflow = 0
grt.met2_usage_pct = 6.63

[finish]
fillCellCount = 730
synthToLayoutAreaGrowth_pct = 32.5
layout_cell_share_with_drive_strength_beyond_1_pct = 35.6
largest_reg_flops = 16
finalNonFillerCells = 200
logic_area_um2 = 432
regArea_um2 = 801

[detailed_routing]
route.vias.total = 695
antenna_left = 0
via_per_inst = 3.48
first_iter_violations = 9
detail_route.first_pass.iterations = 2
drt-total-wl_um = 2270
antenna_cells = 0
post-route-drc-count = 0
drt-wirelength-per-cell_um = 11.4

[worst_setup_path]
kind_of_launch_point_of_the_worst_setup_path = register
criticalPathCategory = register to output port
cpLargestDelayFamily = buffers and inverters
timing.critical_path.required_ns = 1.60
worstPathMaxFanout = 2
critPathMaxStageDelay_ns = 0.48
critical_path_buf_inv_count = 1
worst_ep_arrival_time_ns = 1.10
critical-path-slowest-cell = sky130_fd_sc_hd__clkdlybuf4s50_1
timing.critical_path.cells = clkdlybuf4s50_1
critPathCaptureType = output port

[floorplanning]
floorplan.core_util_pct = 18.2
top_level_ports = 22
floorplan.die.width_um = 105
die-height_um = 105
cell_row_count = 30
die_footprint_um2 = 11000
core_area_um2 = 6910

[flow_run]
maxCapViolCount = 0
log.warning_count = 25

[min_path]
worst_hold_path_type = register to register
## placed cells by master, fill, tap and decap left out, types with 2 or more instances in the layout
cell type and instances:
sky130_fd_sc_hd__dfrtp_1 32, sky130_fd_sc_hd__clkbuf_8 6, sky130_fd_sc_hd__clkdlybuf4s50_1 21, sky130_fd_sc_hd__ha_1 2
sky130_fd_sc_hd__nand2b_1 2, sky130_fd_sc_hd__mux2_2 26, sky130_fd_sc_hd__nor2b_1 2, sky130_fd_sc_hd__buf_4 2
sky130_fd_sc_hd__clkbuf_1 2, sky130_fd_sc_hd__mux2i_1 4
## layer usage
metal  routed length (um)  vias up
met3                  147        5
met4                   31        0
li1                     -      328
met1                 1060      344
met5                    0        -
met2                 1040       18
## final timing paths
path / start / end / slack [ns] / cells past startpoint
worst max-delay path: slaver_dout[5]$_DFFE_PN0P_ / slaver_dout[5] / 0.50 / 1
worst min-delay path: cs_reg1$_DFF_PN0_ / cs_reg2$_DFF_PN0_ / 0.41 / 0
worst max register to register: cs_reg1$_DFF_PN0_ / slaver_din_reg[7]$_DFFE_PN0P_ / 0.55 / 2
worst min register to register: cs_reg1$_DFF_PN0_ / cs_reg2$_DFF_PN0_ / 0.41 / 0
max in group asynchronous: rst_n / slaver_dout[0]$_DFFE_PN0P_ / 1.19 / 2
min in group asynchronous: rst_n / slaver_din_reg[5]$_DFFE_PN0P_ / 0.52 / 2
## final cells by class
class                      count  share of cell area (%)
clock buffer                   8                    5.40
multi-input combinational     41                    25.9
sequential                    32                    48.0
tap                           96                    7.20
timing repair buffer          23                    13.5
## power by group through the flow
stage	clock, mW	combinational [mW]	sequential [mW]
after CTS	0.509	0.497	0.986
after global routing	0.540	0.531	1.02
final	0.492	0.477	0.984
## metrics by stage
stage | hold slack, ns | util (%) | instance area [um2]
2_1_floorplan | 0.104 | - | 1260
3_3_place_gp | 0.379 | 22.8 | 1580
3_5_place_dp | 0.399 | 22.8 | 1580
4_1_cts | 0.410 | 24.1 | 1670
5_1_grt | 0.421 | 24.1 | 1670
6_report | 0.407 | 24.1 | 1670
## logic make-up (layout without fill, tap and decap cells)
logic type	Yosys count	in the layout	synth area share, %
fa+ha+maj	2	2	1.99
buf+inv	4	31	2.09
mux	31	31	28.2
flops	32	32	63.6
compound gates	2	2	1.39
simple gates	6	6	2.68
No activity file was given, so power comes from the tool's default toggle rates.
