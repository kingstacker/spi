[config.mk]
export PLATFORM = sky130hd
export DESIGN_NAME = spi_ms
export DESIGN_NICKNAME = spi_ms
export VERILOG_FILES = /design/flow/design.v
export SDC_FILE = /design/flow/constraint.sdc
export NUM_CORES = 4
export LEC_CHECK = 1
export CORE_UTILIZATION = 30
[constraint.sdc]
current_design spi_ms

set clk_period 1.8
set clk_io_pct 0.2

create_clock -name clk0 -period $clk_period [get_ports {clk}]

set non_clock_inputs [all_inputs -no_clocks]
set_input_delay [expr $clk_period * $clk_io_pct] -clock clk0 $non_clock_inputs
set_output_delay [expr $clk_period * $clk_io_pct] -clock clk0 [all_outputs]
[design.v]
module  spi_ms #(parameter WIDTH = 8)(
    input    wire    clk, 
    input    wire    rst_n,
    input    wire    wr,  
    input    wire    [WIDTH-1:0]    master_din,  
    input    wire    miso,  
    output   reg     cs,  
    output   reg     sck,  
    output   reg     mosi,     
    output   reg     [WIDTH-1:0]    master_dout  
);
localparam CLK_HZ = 50_000_000;   
localparam SCK_HZ = 12_500_000;   
localparam DIV_NUMBER = CLK_HZ / SCK_HZ;
localparam CNT_MAX = (DIV_NUMBER >>1) - 1'b1; 
localparam DATA_CNT_MAX = 5'd31;
localparam MOSI_CNT_MAX = 3'd7;
localparam IDEL = 2'b00;
localparam SEND = 2'b01;
localparam FINISH = 2'b10; 
reg cnt;  
reg sck_en;  
reg data_cnt_en;
reg sck_reg1;
reg sck_reg2;
wire sck_p;  
wire sck_n;  
wire send_over;
reg [1:0] cstate;
reg [4:0] data_cnt;  
reg [2:0] mosi_cnt;
reg [WIDTH-1:0] master_din_reg; 
reg [WIDTH-1:0] master_dout_reg;
always @(posedge clk or negedge rst_n) begin
    if (~rst_n) begin
        cnt <= 0;
        sck <= 1'b0;
    end  
    else begin
        if (sck_en == 1'b1) begin
        	if (cnt == CNT_MAX) begin
        		cnt <= 0;
        		sck <= ~sck;
        	end
        	else begin
        		cnt <= cnt + 1'b1;
        		sck <= sck;
        	end
        end
        else begin
        	cnt <= 0;
        	sck <= 1'b0;
        end
    end  
end  
always @(posedge clk or negedge rst_n) begin
    if (~rst_n) begin
        sck_reg1 <= 1'b0;
        sck_reg2 <= 1'b0;
    end  
    else begin
        sck_reg1 <= sck;
        sck_reg2 <= sck_reg1;    
    end  
end  
assign sck_p = (sck_reg1 & (~sck_reg2));  
assign sck_n = ((~sck_reg1) & sck_reg2);  
always @(posedge clk or negedge rst_n) begin
	if (~rst_n) begin
		cstate <= IDEL;
	end
	else begin
		case (cstate)
	        IDEL:    cstate <= (wr)? SEND : IDEL; 
	        SEND:    cstate <= (send_over) ? FINISH : SEND; 
	        FINISH:  cstate <= IDEL;
	        default: cstate <= IDEL;
	    endcase  
	end
end
always @(posedge clk or negedge rst_n) begin
	if (~rst_n) begin
		cs <= 1'b1;
		data_cnt_en <= 1'b0;
		sck_en <= 1'b0;
		master_din_reg <= 0;
		master_dout <= 0;
	end
	else begin
	    case (cstate)
	        IDEL: begin
	        data_cnt_en <= 1'b0;
	        master_din_reg <= (wr) ? master_din : master_din_reg;  
	        end 
	        SEND: begin
	            data_cnt_en <= 1'b1;
	            cs <= 1'b0; 
	            sck_en <= 1'b1;
	        	master_dout <= (send_over) ? master_dout_reg : master_dout;  
	        end
	        FINISH: begin                   
	        	sck_en <= 1'b0;
	        	cs <= 1'b1;
	        	data_cnt_en <= 1'b0;
	        end
	        default: begin
	        	cs <= 1'b1;
	        	sck_en <= 1'b0;
	        	data_cnt_en <= 1'b0;
	        end
	    endcase  
	end
end
always @(posedge clk or negedge rst_n) begin
	if (~rst_n) begin
		data_cnt <= 0;
	end
	else begin
		data_cnt <= (data_cnt_en) ? (data_cnt + 1'b1) : 5'd0;  
	end
end
assign send_over = (data_cnt == DATA_CNT_MAX) ? 1'b1 : 1'b0;
always @(posedge clk or negedge rst_n) begin
	if (~rst_n) begin
		master_dout_reg <= 0;
	end
	else begin
	    master_dout_reg <= (sck_p) ? {master_dout_reg[6:0],miso} : master_dout_reg;
	end
end
always @(posedge clk or negedge rst_n) begin
	if (~rst_n) begin
		mosi_cnt <= 0;
	end
	else begin
		if (sck_n) begin
			if (mosi_cnt == MOSI_CNT_MAX) begin
			    mosi_cnt <= 0;
		    end
		    else begin
			    mosi_cnt <= mosi_cnt + 1'b1;
		    end
		end
		else begin
			mosi_cnt <= mosi_cnt;
		end
	end
end
always @(posedge clk or negedge rst_n) begin
	if (~rst_n) begin
		mosi <= 1'b0;
	end
	else begin
		mosi <= (sck_n) ? master_din_reg[MOSI_CNT_MAX-mosi_cnt] : mosi;
	end
end
endmodule
[run.sh]
#!/bin/bash
# OpenROAD 26Q1-2900-gdf79404cd8, Yosys 0.63+post, stock flow scripts
make -C /OpenROAD-flow-scripts/flow DESIGN_CONFIG=/design/flow/config.mk WORK_HOME=/design/flow/orfs finish
==> results.sh <==
# physical design summary
export IMPL_crit_fanout=9
export IMPL_wl_mm=2.56
export IMPL_grt_ovfl_total=0
export IMPL_aoi_share_pct=2.40
export IMPL_ys_seq_share_pct=64.6
export IMPL_worst_slew_pin_slew_ns=0.362
export IMPL_regToRegSetupSlack_ns=0.16
export IMPL_r2r_end="master_dout[0]"
export IMPL_largest_reg_flops=16
export IMPL_fp_util_pct=31.9
export IMPL_yosysWarnings=1
export IMPL_clock_latency_late_pin_ns=0.28
export IMPL_min_path_cells=0
export IMPL_rr_worst_depth=6
export IMPL_ys_flops=43
export IMPL_critPathTopFamily="flip-flops"
export IMPL_dp_slack_ns=0.166
export IMPL_whs_endpoint="sck_reg2"
export IMPL_post_cts_buffers=0
export IMPL_maxCapViolations=0
export IMPL_cts_buffers=5
export IMPL_simple_gate_area_share_pct=5.47
export IMPL_crit_chain="ha_1 -> and3_1 -> ha_1 -> nand2_1 -> buf_12 -> mux2_2"
export IMPL_netlist_instances=109
export IMPL_portBuffers=22
export IMPL_cpPeakStageDelay_ns=0.40
export IMPL_slew_viol_final=0
export IMPL_cp_slowest_cell="dfrtp_1"
export IMPL_rsz0062_at_grt="false"
export IMPL_hpwl_mm=1.75
export IMPL_grt_pass1_vias=1032
export IMPL_hp_start="sck_reg1"
export IMPL_adder_share_pct=3.00
export IMPL_regToRegStartpoint="data_cnt[0]"
export IMPL_ys_cells=109
export IMPL_p_per_area_nw_per_um2=1220
export IMPL_postRouteAntennaNets=0
export IMPL_clockBufferDepth=2
export IMPL_crit_path_end_kind="flip-flop"
export IMPL_avgRoutedWirePerCell_microns=12.1
export IMPL_die_w_microns=76.6
export IMPL_synthTopLogicFamily="multiplexers"
export IMPL_fmax_mhz=609
export IMPL_vias_per_cell=4.22
export IMPL_clock_skew_ns=0.00420
export IMPL_track_usage_pct=10.3
export IMPL_warnings=25
export IMPL_drt_iter0_drc=62
export IMPL_finalWorstSetupSlack_ns=0.157
export IMPL_status="completed"
export IMPL_ios=23
export IMPL_cts_resized=0
export IMPL_gp_congestion=0.753
export IMPL_cp_start_kind="flip-flop"
export IMPL_rows=26
export IMPL_yosysChipArea_sq_um=1670
export IMPL_worstPathRequired_ns=1.97
export IMPL_grt_pass1_wl_mm=4.80
export IMPL_diodes=0
export IMPL_fillCellCount=470
export IMPL_critical_path_class="reg2reg"
export IMPL_holdBufCountCts=1
export IMPL_finalSetupViolCount=0
export IMPL_critPathMostFrequentCell="ha_1"
export IMPL_dieArea_sq_um=5870
export IMPL_final_util_pct=39.9
export IMPL_grt_max_degree=16
export IMPL_post_dp_cell_area_sq_um=2000
export IMPL_syn_avg_cell_area_sq_um=15.3
export IMPL_critical_path_buf_inv_count=1
export IMPL_grtUsageMet3_pct=2.68
export IMPL_slew_headroom_pct=75.8
export IMPL_place_inst=203
export IMPL_final_instance_count_excl_fill=212
export IMPL_hold_path_class="reg2reg"
export IMPL_finalClockPeriodUsage_pct=91.3
export IMPL_coreArea_sq_um=5240
export IMPL_fin_tns_setup_ns=0
export IMPL_drive_above_1_share_pct=29.6
export IMPL_antenna_found_initial=0
export IMPL_drc=0
export IMPL_cts_sinks=43
export IMPL_grtUsageMet2_pct=15.5
export IMPL_cts_htree_levels=2
export IMPL_grt_busiest_layer="met1"
export IMPL_cp_arrival_ns=1.81
export IMPL_area_delta_synth_final_pct=25.2
export IMPL_vdd_drop_max_mv=0.680
export IMPL_fp_dieH_microns=76.6
export IMPL_leakage_nw=0.952
export IMPL_cts_tree="yes"
export IMPL_clkTransAtPathRegs_ns=0.07
export IMPL_synthDistinctLibCells=22
export IMPL_cts_root_buffer="clkbuf_8"
export IMPL_post_route_min_period_ns=1.64
export IMPL_synth_mux_area_fraction_pct=21.3
export IMPL_grtUsageMet1_pct=16.1
export IMPL_hold_viol_final=0
export IMPL_stdcell_area_sq_um=2090
export IMPL_syn_cell_area_sq_um=1670
export IMPL_drtPass1Iterations=2
export IMPL_synthXorXnorAreaFrac_pct=1.57
export IMPL_vias=895
stage by stage:
stage	hold slack [ns]	power [mW]
final	0.405	2.54
after global routing	0.426	2.73
after CTS	0.410	2.58
after detailed placement	0.279	2.00
after global placement	0.277	1.97
after floorplan	0.0644	1.80
cells in the mapped netlist:
cell type,n,area (sq um)
ha_1,4,50.1
dfrtp_1,41,1030
xnor2_1,1,8.76
nor2b_1,3,18.8
mux4_2,1,22.5
nand2b_1,1,6.26
dfstp_2,2,52.6
and2_1,5,31.3
buf_2,1,5.00
xor2_1,2,17.5
nand2_1,5,18.8
o21ai_2,1,8.76
a21o_1,1,7.51
a21o_2,1,8.76
mux2i_1,4,40.0
mux2_2,26,293
nand3_1,1,5.00
nor3_1,1,5.00
o21ai_0,3,15.0
and3_1,1,6.26
buf_6,1,11.3
inv_1,3,11.3
kinds of logic after synthesis:
kind of cell               count (synthesis)
DFF                                       43
muxes                                     31
and+or+nand+nor                           17
AOI/OAI and AO/OA                          6
buffers and inverters                      5
adders and majority gates                  4
xor gates and xnor gates                   3
worst max-delay path by stage:
stage | from | end | slack, ns | depth (start not counted)
CTS | cs | cs | 0.14 | 1
finish | data_cnt[0] | master_dout[0] | 0.16 | 6
global route | data_cnt[0] | master_dout[0] | 0.07 | 6
power by group:
group          switching, mW  internal [mW]
combinational          0.189          0.395
clock                  0.295          0.272
sequential             0.184           1.21
cell usage in the layout (no fill, tap or decap):
master           Yosys  layout
dfrtp_1             41      41
mux2_2              26      26
clkdlybuf4s50_1      0      21
and2_1               5       5
nand2_1              5       5
clkbuf_8             0       5
mux2i_1              4       4
ha_1                 4       4
nor2b_1              3       3
inv_1                3       3
o21ai_0              3       3
buf_4                0       3
xor2_1               2       2
clkbuf_1             0       2
dfstp_2              2       2
a21o_1               1       1
and3_1               1       1
nand2b_1             1       1
mux4_2               1       1
o21ai_2              1       1
nor3_1               1       1
a21o_2               1       1
nand3_1              1       1
xnor2_1              1       1
clkinv_2             0       1
dlygate4sd3_1        0       1
buf_2                1       1
buf_12               0       1
area by class of cell:
type | count | area (sq um) | area share (%)
clock buffer | 7 | 76.3 | 3.65
clock inverter | 1 | 5.00 | 0.240
inverter | 3 | 11.3 | 0.539
tap | 70 | 87.6 | 4.19
timing repair buffer | 27 | 268 | 12.8
sequential | 43 | 1080 | 51.6
multi-input combinational | 61 | 563 | 26.9
per-layer routing:
metal  part of all wire [%]  up-vias
met4                   0.16        0
met1                     51      436
met2                     44       21
li1                       -      436
met5                      0        -
met3                    4.5        2
Power figures rest on the tool's default switching activity, not on a simulated workload.
